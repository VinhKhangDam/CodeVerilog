**/design/flow/config.mk**
```make
export PLATFORM = sky130hd
export DESIGN_NAME = ALU
export DESIGN_NICKNAME = ALU
export VERILOG_FILES = /design/flow/design.v
export SDC_FILE = /design/flow/constraint.sdc
export NUM_CORES = 4
export LEC_CHECK = 1
export CORE_AREA = 10 10 71 71
export DIE_AREA = 0 0 81 81
export SYNTH_HDL_FRONTEND = slang
```
**/design/flow/constraint.sdc**
```tcl
current_design ALU

set clk_period 4.6
set clk_io_pct 0.2

create_clock -name clk0 -period $clk_period

set non_clock_inputs [all_inputs -no_clocks]
set_input_delay [expr $clk_period * $clk_io_pct] -clock clk0 $non_clock_inputs
set_output_delay [expr $clk_period * $clk_io_pct] -clock clk0 [all_outputs]
```
**/design/flow/design.v**
```verilog
module ALU (
    input [3:0] a, b,
    input [2:0] sel,
    output reg [4:0] out
);
always @(*) begin
    if (sel == 3'b000)
        out = a + b;
    else if (sel == 3'b001)
        out = a + 4'b0001;
    else if (sel == 3'b010)
        out = a - b;
    else if (sel == 3'b011)
        out = a - 4'b0001;
    else if (sel == 3'b100)
        out = a & b;
    else if (sel == 3'b101)
        out = ~(a & b);
    else if (sel == 3'b110)
        out = a | b;
    else if (sel == 3'b111)
        out = a ^ b;
    else
        out = 4'b0000;
end
endmodule
```
**/design/flow/run.sh**
```bash
#!/bin/bash
# OpenROAD 26Q1-2900-gdf79404cd8, Yosys 0.63+post, stock flow scripts
make -C /OpenROAD-flow-scripts/flow DESIGN_CONFIG=/design/flow/config.mk WORK_HOME=/design/flow/orfs finish
```
==> run_results.csv <==
group,metric,value,unit
status,status,"completed",
clock_tree,postCtsHoldBufs,0,
clock_tree,post_cts_resized,0,
finish,ff_count,0,
timing,layout_min_cycle_time,4.36,ns
die,coreArea,3630,µm²
yosys,yosysSeqAreaShare,0,
critical_path,cp-start-kind,"primary input",
power_and_ir_drop,power.share.switching,0.432,
power_and_ir_drop,internal_power,0.0497,mW
routing,drt-total-wl,1.68,mm
finish,drive_above_1_share,0.0928,
die,fp.dieH,81,µm
timing,setup_viol,0,
run,warnings,41,
place,dp_hpwl,1.40,mm
finish,n_fill_cell,403,
finish,area.growth.synth_to_final,20.7,%
timing,worstMarginPinSlew,0.628,ns
timing,slew_viol_final,0,
power_and_ir_drop,p_clk_frac,0,
die,die_area,6560,µm²
critical_path,required,3.68,ns
yosys,yosys_cells,86,
timing,setup_tns,0,ns
routing,vias_per_cell,4.35,
yosys,yosysWarnings,0,
finish,regArea,0,µm²
die,fp_util,0.204,
routing,route.detailed.drc,0,
grt,overflow,0,
finish,logic_area,634,µm²
place,io_buffers,16,
yosys,yosys_area,742,µm²
routing,dr.pass1.iters,4,
critical_path,crit_buf_inv,4,
grt,grt_max_degree,20,
timing,fmax,229,MHz
finish,utilization,0.247,
hold_path,min_path_type,"primary input to output port",
timing,finalClockPeriodUsage,0.949,
critical_path,critPathCaptureType,"output port",
critical_path,path_cells,"clkdlybuf4s50_1 > inv_1 > ha_1 > inv_1 > fa_1 > mux2_2 > mux4_2 > clkdlybuf4s50_1",
power_and_ir_drop,finalPower,0.0875,mW
critical_path,crit_family,"buffers and inverters",
routing,antenna-diode-count,0,
grt,grt_pass1_wl,2.86,mm
yosys,syn_area,742,µm²
timing,max_slew_margin,0.580,
critical_path,slowest_stage,"clkdlybuf4s50_1",
routing,wl_per_cell,11.6,µm
power_and_ir_drop,power_frac_seq,0,
critical_path,cp.depth,8,
critical_path,cpPeakStageDelay,0.57,ns
critical_path,crit_path_max_fanout,6,
grt,grt_antenna_before_repair,0,
power_and_ir_drop,combPwrFrac,1.000,
grt,grt_pass1_vias,612,
grt,grt_use_total,0.0516,
timing,rsz0062_at_grt,"false",
clock_tree,post-cts-setup-buffers,0,
run,max_cap_violations,0,
critical_path,crit_type,"primary input to output port",
timing,setup_ws,0.236,ns
yosys,syn_inst,86,
die,row_count,22,
finish,layout_top_cell,"clkdlybuf4s50_1",
power_and_ir_drop,p_leak,0.400,nW
routing,num_vias,631,
finish,nClkBuffers,0,
finish,final_cell_mix,"16 x clkdlybuf4s50_1, 14 x ha_1, 9 x inv_1",
yosys,avgSynthCellArea,8.63,µm²
power_and_ir_drop,vdd_ir_drop_max,0.0192,mV
place,dp_cells,145,
power_and_ir_drop,powerDensity,97.7,nW/µm²
finish,final_cells,145,
place,gp_congestion,0.863,
routing,drtIter0Drc,31,
timing,finalHoldViolCount,0,
routing,final_antenna_net_count,0,
die,fp.dieW,81,µm
hold_path,hold_depth,3,
power_and_ir_drop,power.switching,0.0378,mW
yosys,synth.distinct_cells,34,
die,io_pins,16,
critical_path,arrival,3.44,ns
place,dp_slack,0.217,ns
cell families after synthesis:
logic type / count (synthesis) / synth area share
buf+inv: 15 / 0.145
fa+ha+maj: 16 / 0.290
xor+xnor: 6 / 0.0708
compound gates: 26 / 0.234
mux: 4 / 0.106
simple gates: 19 / 0.153
layer usage:
| metal | GRT usage | part of all wire |
|---|---|---|
| met5 | 0 | 0 |
| met4 | 0 | 0 |
| met3 | 0.0100 | 0.055 |
| met2 | 0.0868 | 0.46 |
| met1 | 0.0714 | 0.48 |
area by class of cell:
type,instances,share of cell area
inverter,9,0.0377
timing repair buffer,17,0.187
multi-input combinational,71,0.708
tap,48,0.0670
worst min-delay path: stages:
cell and delay [ns]:
clkdlybuf4s50_1 0.71, a21oi_1 0.11, clkdlybuf4s50_1 0.41
cells in the mapped netlist:
cell | count | area [µm²]
fa_1 | 2 | 40.0
nor2_1 | 6 | 22.5
o21ai_0 | 2 | 10.0
nor3_1 | 1 | 5.00
and4_1 | 1 | 8.76
xnor2_1 | 2 | 17.5
nor2b_1 | 1 | 6.26
and2_1 | 1 | 6.26
or3b_2 | 1 | 8.76
o31ai_1 | 2 | 15.0
a211o_2 | 1 | 10.0
and3_1 | 1 | 6.26
mux4_2 | 3 | 67.6
nand3_1 | 1 | 5.00
inv_1 | 9 | 33.8
buf_6 | 1 | 11.3
o21bai_1 | 1 | 7.51
clkbuf_8 | 4 | 55.1
or2b_2 | 1 | 8.76
or4_1 | 2 | 15.0
mux2_2 | 1 | 11.3
buf_4 | 1 | 7.51
or3_1 | 1 | 6.26
nor4_1 | 1 | 6.26
a211oi_1 | 2 | 15.0
xor2_1 | 4 | 35.0
o31a_1 | 1 | 8.76
a21o_1 | 5 | 37.5
a31oi_1 | 2 | 12.5
o21a_1 | 1 | 7.51
o211ai_1 | 2 | 15.0
and2b_2 | 1 | 8.76
a21oi_1 | 7 | 35.0
ha_1 | 14 | 175
power by group through the flow:
stage / clock, mW / combinational, mW / sequential, mW
CTS: 0 / 0.0889 / 0
global route: 0 / 0.0985 / 0
finish: 0 / 0.0875 / 0
final timing paths:
path | end | slack (ns) | from
worst max-delay path | out[1] | 0.24 | a[0]
worst min-delay path | out[2] | 3.08 | sel[2]
through the flow:
stage	cell area [µm²]	hold slack, ns
floorplan	742	1.97
global placement	896	3.10
detailed placement	896	3.09
CTS	896	3.10
global route	896	3.15
finish	896	3.08
Power is estimated from default activity; no workload was simulated.
