## flow/design.v

```verilog
module dual_port_ram (
    input clk, we_a, we_b,
    input [3:0] addr_a, addr_b,
    input [7:0] din_a, din_b,
    output reg [7:0] dout_a, dout_b
);
reg [7:0] mem [15:0];
always @(posedge clk) begin
    if (we_a)
        mem[addr_a] <= din_a;
    else
        dout_a <= mem[addr_a];
    if (we_b)
        mem[addr_b] <= din_b;
    else    
        dout_b <= mem[addr_b];
end
endmodule
```

## flow/config.mk

```make
export PLATFORM = sky130hd
export DESIGN_NAME = dual_port_ram
export DESIGN_NICKNAME = dual_port_ram
export VERILOG_FILES = /design/flow/design.v
export SDC_FILE = /design/flow/constraint.sdc
export NUM_CORES = 4
export LEC_CHECK = 1
export CORE_UTILIZATION = 40
export SYNTH_HDL_FRONTEND = slang
```

## flow/run.sh

```bash
#!/bin/bash
# OpenROAD 26Q1-2900-gdf79404cd8, Yosys 0.63+post, stock flow scripts
make -C /OpenROAD-flow-scripts/flow DESIGN_CONFIG=/design/flow/config.mk WORK_HOME=/design/flow/orfs finish
```

## flow/constraint.sdc

```tcl
current_design dual_port_ram

set clk_period 3.2
set clk_io_pct 0.2

create_clock -name clk0 -period $clk_period [get_ports {clk}]

set non_clock_inputs [all_inputs -no_clocks]
set_input_delay [expr $clk_period * $clk_io_pct] -clock clk0 $non_clock_inputs
set_output_delay [expr $clk_period * $clk_io_pct] -clock clk0 [all_outputs]
```

==> deck_impl_summary.md <==
Implementation Results

Run status
  • Outcome: completed

Placement
  • Port Buf Inserts: 42
  • Pre-CTS setup slack: 0.3513 ns
  • Post-DP Area: 8927 µm²
  • HPWL Detailed: 15,040 µm
  • Gpl congestion: 0.9029

Clock network
  • CTS sink count: 144
  • CTS tree: yes
  • Post-CTS Setup Repair Bufs: 0
  • Clk buf depth: 2
  • Worst-path clk slew: 0.06 ns
  • Clk ins delay skew pair: 0.42 ns
  • # H-tree levels: 4
  • CTS buffer count: 17
  • Post-cts gate resize count: 0
  • Cts hold-fix bufs: 0
  • Clock root buffer: clkbuf_16

Pwr
  • Worst VDD drop: 318.8 µV
  • Comb power frac: 12.2%
  • Switch share: 23.24%
  • Part of the power in registers: 47.1%
  • Sw Pwr: 0.001092 W
  • Int Pwr: 0.003608 W
  • PD cells: 494.9 nW/µm²
  • Leak Pwr: 3.118 nW
  • Clock power frac: 40.7%

Timing
  • Fmax: 0.4143 GHz
  • Max transition margin: 45.36%
  • RSZ-0062 raised after global routing: false
  • Setup TNS: 0 ns
  • Final min period: 2.414 ns
  • Final Cycle Share: 75.42%
  • Least-Margin Pin Slew: 0.8179 ns
  • Clk_skew: 0.008401 ns
  • Setup ws final: 0.7865 ns
  • Setup violators final: 0
  • Hold Fails Final Rpt: 0
  • Final Slew Violations: 0

Logic synthesis
  • Syn avg cell area: 16.53 µm²
  • Register area share after synthesis: 53.39%
  • Top cell type's share of synthesized area: 53.39%
  • Post-Syn Area: 8099 µm²
  • Register bit count reported by yosys: 144
  • Syn Inst Count: 490
  • Biggest area cells: edfxtp_1 53%, mux4_2 18%, mux2_2 18%
  • Ys cells: 490
  • Yosys chip area: 8099 µm²
  • Yosys top cell by area: edfxtp_1
  • Ys Warns: 0
  • Distinct lib cells used: 28

Floorplanning
  • Core area: 19,650 µm²
  • FP Util: 41.21%
  • Chip area: 20,820 µm²
  • Core Rows: 51
  • Die W: 144.3 µm
  • Io pins: 43
  • Die H: 144.3 µm

Route
  • Total wire length: 22,410 µm
  • Total number of vias: 4,975
  • First DRT Iteration DRCs: 319
  • Drt first pass iters: 4
  • ANT nets after route: 0
  • Vias/cell: 6.060
  • Routed WL per cell: 27.29 µm
  • Residual DRC: 0
  • Number of diodes: 0

Layout
  • Share of cells above drive strength 1: 50.36%
  • Most frequent cells in the layout: 144 x edfxtp_1, 127 x mux2_2, 64 x mux4_2, 39 x buf_4, 38 x clkdlybuf4s50_1
  • Finished Cell Area: 9497 µm²
  • Top cell excl fill/tap: edfxtp_1
  • Area growth, synth to finish: 17.26%

GRT
  • Vias in the first global route: 5,404
  • Largest net degree at the start of global routing: 32
  • Initial antenna violation count: 0
  • First-pass GRT wire length: 33,600 µm
  • GRT overflow: 0
  • GRT Total Usage: 25.01%

Worst setup path
  • Crit-path cells: clkdlybuf4s50_1 -> nor3b_2 -> nor2b_1 -> buf_4 -> o21bai_1
  • Top delay family on crit path: buffers and inverters
  • Endpoint type of the worst setup path: flip-flop
  • Buf+Inv Stages, Crit Path: 2
  • Crit Path Max Fanout: 9
  • Critical Path AT: 2.46 ns
  • Worst EP required: 3.25 ns
  • Slowest stage delay, CP: 0.68 ns
  • Startpoint types: primary input
  • CP max stage cell: clkdlybuf4s50_1
  • Setup CP Type: primary input to flip-flop

Worst hold path
  • Worst hold path type: flip-flop to flip-flop

Job
  • Max-cap violations: 0
  • Number of OpenROAD warnings: 25
==> stage by stage <==
step	hold WS, ns	std cells	total power (W)	util, %
global placement	0.7681	789	0.002816	45.42
detailed placement	0.7715	789	0.002826	45.42
global route	0.8227	821	0.004863	48.32
CTS	0.7851	821	0.004733	48.32
finish	0.7808	821	0.004700	48.32
floorplan	0.7309	490	0.002591	-
==> cells in the mapped netlist <==
cell and n:
mux2_2 127, nand3_2 1, clkbuf_1 22, nor2_2 9, edfxtp_1 144, or2_2 1
buf_1 6, o21ai_0 6, nor2_1 3, clkbuf_2 1, buf_6 1, and2_1 2
nand3b_1 2, mux2_1 1, nand2_1 19, nand3b_4 2, o21bai_1 1, o22ai_1 9
nor3b_2 1, nand3_1 1, buf_4 2, a22oi_1 32, nand2b_1 7, buf_2 16
mux4_2 64, nor2b_1 5, inv_1 2, or3_1 3
==> routing by layer <==
layer / global-route usage, % / up-vias / share of wire, % / routed length [µm]
met3: 14.06 / 42 / 13 / 2975
met4: 6.704 / 0 / 3.1 / 696
li1: - / 2134 / - / -
met1: 33.21 / 2507 / 36 / 8104
met2: 37.10 / 292 / 47 / 10630
met5: 0.2506 / - / 0 / 0
==> worst min-delay path, stage by stage (launching register included) <==
cell      delay (ns)
edfxtp_1        0.33
mux4_2          0.22
a22oi_1         0.06
nand2_1         0.06
==> power by group through the flow <==
| stage | logic, W | registers (W) | clock network [W] |
|---|---|---|---|
| after global routing | 0.000614 | 0.00222 | 0.00203 |
| final | 0.000574 | 0.00221 | 0.00191 |
| after CTS | 0.000577 | 0.00221 | 0.00194 |
==> cell type report <==
class                           instances  area, µm²
Multi-Input combinational cell        296       3551
Timing Repair Buffer                   82      713.2
Fill cell                            1668      10160
Sequential cell                       144       4324
Tap cell                              265      331.6
Inverter                                2      7.507
Clock inverter                         15      143.9
Clock buffer                           17      425.4
==> flip-flops by register name, summed over array words and instances (netlist names) <==
name and flops:
mem 128, dout_a 8, dout_b 8
==> path summary, 6_finish.rpt <==
| check | cells after the start | from | slack, ns | end |
|---|---|---|---|---|
| hold / removal | 3 | mem[7][2]$_DFFE_PP_ | 0.78 | dout_a[2]$_DFFE_PN_ |
| setup / recovery | 5 | we_b | 0.79 | mem[3][2]$_DFFE_PP_ |
| setup reg to reg | 3 | mem[3][4]$_DFFE_PP_ | 1.54 | dout_b[4]$_DFFE_PN_ |
| hold reg to reg | 3 | mem[7][2]$_DFFE_PP_ | 0.78 | dout_a[2]$_DFFE_PN_ |
==> cell families (layout without fill, tap and decap cells) <==
logic type	after synthesis	count (layout)	synth area share, %
AND/OR/NAND/NOR	56	56	4.125
buffers and inverters	50	116	2.765
AND-OR/OR-AND	48	48	4.125
flip-flops	144	144	53.39
multiplexers	192	192	35.59
Power figures rest on the tool's default switching activity, not on a simulated workload.
