**design/flow/config.mk**
```make
export PLATFORM = sky130hd
export DESIGN_NAME = divide4bit
export DESIGN_NICKNAME = divide4bit
export VERILOG_FILES = /design/flow/design.v
export SDC_FILE = /design/flow/constraint.sdc
export NUM_CORES = 4
export LEC_CHECK = 1
export CORE_AREA = 10 10 85 85
export DIE_AREA = 0 0 95 95
export SYNTH_HDL_FRONTEND = slang
```
**design/flow/constraint.sdc**
```tcl
current_design divide4bit

set clk_period 1.0
set clk_io_pct 0.2

create_clock -name clk0 -period $clk_period [get_ports {clk}]

set non_clock_inputs [all_inputs -no_clocks]
set_input_delay [expr $clk_period * $clk_io_pct] -clock clk0 $non_clock_inputs
set_output_delay [expr $clk_period * $clk_io_pct] -clock clk0 [all_outputs]
```
**design/flow/design.v**
```verilog
module compare (
    input [3:0] s1, s2,
    output result_compare
);
assign result_compare = (s1 < s2);
endmodule
module upcounter (
    input clock, reset, enable,
    output reg [3:0] result_counter
);
always @(posedge clock or posedge reset) begin
    if (reset)
        result_counter <= 0;
    else if (enable)
        result_counter <= result_counter + 1;
end
endmodule
module divide4bit (
    input wire clk, rst, start,
    input [3:0] a, b, 
    output reg [3:0] div, remainder,
    output reg done
);
    reg [3:0] temp_dividend;
    reg counting; 
    reg counter_reset; 
    wire lt_signal; 
    wire [3:0] count;
    upcounter u1 (
        .clock(clk),
        .reset(counter_reset),
        .enable(counting),
        .result_counter(count)
    );
    compare c1 (
        .s1(temp_dividend),
        .s2(b),
        .result_compare(lt_signal)
    );
    always @(posedge clk or posedge rst) begin
        if (rst) begin  
            div <= 0;
            remainder <= 0;
            temp_dividend <= 0;
            done <= 0;
            counting <= 0;
            counter_reset <= 1;
        end
        else if (start) begin  
            temp_dividend <= a;
            counting <= 1;  
            done <= 0; 
            counter_reset <= 1;  
        end
        else if (counting) begin  
            counter_reset <= 0;
            if (!lt_signal)
                temp_dividend <= temp_dividend - b;
            else begin
                div <= count + 4'b0001;
                remainder <= temp_dividend;
                done <= 1;
                counting <= 0;
            end
        end
    end
endmodule
```
**design/flow/run.sh**
```bash
#!/bin/bash
# OpenROAD 26Q1-2900-gdf79404cd8, Yosys 0.63+post, stock flow scripts
make -C /OpenROAD-flow-scripts/flow DESIGN_CONFIG=/design/flow/config.mk WORK_HOME=/design/flow/orfs finish
```
==> summary.log <==
[run_status] result of the run finished with violations
[run_status] failing checks negative setup slack
[pwr] static leakage 0.7366 nW
[floorplanning] Die Ht 95 um
[timing] minimum period implied by the final worst setup slack 1763 ps
[grt] maximum number of pins on one net before global-route repair 16
[critical_path] slowest stage cell, crit path clkdlybuf4s50_1
[timing] number of max-slew violations in the final report 0
[grt] Overflow after GRT 0
[timing] RSZ-0062 raised after global routing yes
[synth] Basic Gates by Area 0.1108
[timing] worst clock skew on the final layout 1.577 ps
[critical_path] kind of start point of the critical path input port
[synth] number of storage elements in the synthesis netlist 19
[timing] total of endpoints with negative setup slack in the final report 15
[synth] chip area line of the yosys report 1005 um2
[finish] signed area change from the synthesized netlist to the final layout 55.17%
[critical_path] Worst setup EP type flip-flop
[clocking] deepest clock path buffer count 2
[routing] total detailed-routing wirelength 2203 um
[synth] leading area contributor after synthesis dfrtp_1
[synth] number of library cell types mapped by synthesis 32
[synth] Top-area cell share 0.4483
[critical_path] required time of the worst setup path 1140 ps
[floorplanning] effective utilization at floorplan 0.1836
[finish] filler cell count 581
[synth] fa+ha+maj area frac 0.08219
[synth] Compound Share, Synth 0.1146
[floorplanning] Die Outline Area 9025 um2
[critical_path] kind of cell adding the most delay to the critical path adder cells
[placed_design] area post-placement 1466 um2
[timing] final hold violation count 0
[grt] number of global-route vias before repair 795
[routing] Iteration-0 DRC Markers 70
[synth] average footprint of a synthesized cell 12.25 um2
[routing] via total after detailed routing 757
[clocking] hold bufs inserted after CTS 0
[timing] worst hold slack after final layout 141.2 ps
[synth] count of yosys warnings during synthesis 0
[timing] Slew @ Worst Pin 300.3 ps
[placed_design] global placement routability congestion 0.7734
[floorplanning] I/O pin count 20
[grt] wire length of the first global-routing pass 3788 um
[synth] count of mapped cells out of synthesis 82
[critical_path] Crit path buffers/inverters 1
[clocking] Num Clock Sinks 19
[critical_path] class of the most critical setup path in -> reg
[placed_design] IO buf count 19
[clocking] maximum level of the CTS H-tree 1
[synth] register area share after synthesis 0.4745
[clocking] clock slew at the register clock pins of the worst setup and hold paths 60 ps
[critical_path] largest fanout on the critical path 8
[critical_path] worst path cell trace clkdlybuf4s50_1, ha_4, fa_2, nor2b_4, o21ai_4, nand3_4, mux2_4
[finish] most frequent cells in the layout 24 x buf_4, 17 x dfrtp_1, 10 x clkdlybuf4s50_1
[finish] ratio of cells with drive above 1 in the final layout 0.4809
[routing] total antenna diodes in the routed design 0
[synth] dominant kind of combinational cell multiplexers
[timing] achievable clock frequency 0.5673 GHz
[floorplanning] number of standard-cell rows in the floorplan 27
[finish] area of all placed cells without fillers 1559 um2
[synth] Multiplexer share 0.1158
[timing] max-slew headroom at the worst pin 0.7989
[job] number of warning messages in the logs 28
[synth] Top cells by area dfrtp_1 45%, mux2_4 10%, ha_1 6.2%
[pwr] Max VDD drop 0.6765 mV
[timing] smallest setup slack after layout -762.9 ps
[critical_path] arrival time reported for the critical path endpoint 1900 ps
[clocking] Clock Tree Root clkbuf_8
[routing] number of nets still failing antenna checks after routing 0
[synth] cells in synth_stat.txt 82
[job] count of max-cap constraint violations 0
[routing] DRC 0
[placed_design] placed wire-length estimate 1732 um
[timing] total negative slack for setup checks -9913 ps
[clocking] total clock buffers created by CTS 3
[routing] average routed wire per standard cell 10.85 um
[routing] number of detailed-routing iterations run before antenna repair 2
[floorplanning] area of the placeable core 5473 um2
[synth] share of the synthesized netlist area taken by xor and xnor gates 0.05230
[synth] synthesized area 1005 um2
[clocking] clk ins delay skew pair 250 ps
[timing] part of the cycle the worst path needs 1.763
[pwr] power density relative to cell area 2896 nW/um2
[floorplanning] Die W 95 um
[grt] total global-route track usage 0.05127
[routing] ratio of routed vias to standard cells 3.729
[critical_path] Max stage delay on crit path 450 ps
[grt] number of antenna violations at the first check in global routing 0
[finish] Commonest Layout Cell buf_4
[worst_hold_path] class of the tightest hold or removal check reg -> async
[clocking] CTS tree done
cell usage after synthesis, drive strengths merged:
master / count
nand3: 2
fa: 1
xnor2: 4
inv: 10
buf: 2
o22ai: 3
o21ai: 2
dfstp: 1
nand2: 1
dfrtp: 18
a21oi: 3
ha: 5
nor3: 1
a22oi: 1
xor2: 2
and2: 1
a221oi: 1
nor2b: 3
mux2: 8
nand4: 1
o21bai: 1
nand2b: 2
a31oi: 2
a311oi: 1
o31a: 1
nor2: 5
power breakdown:
part	internal, W	switching, W	leakage [nW]	total, W
sequential	0.00115	0.000253	0.226	0.00140
clock	0.000283	0.000229	0.0228	0.000511
combinational	0.00162	0.000976	0.488	0.00260
total	0.00306	0.00146	0.737	0.00452
sequential cells by signal, indices dropped and copies added, names as in the netlist:
register           flops
counter_reset          1
counting               1
div                    4
done                   1
remainder              4
temp_dividend          4
u1.result_counter      4
stage by stage:
stage / util / total power, W / instances / setup WS [ps]
after floorplan: - / 0.002717 / 82 / -675.2
after global placement: 0.2679 / 0.003877 / 194 / -1022
after detailed placement: 0.2679 / 0.003898 / 194 / -1026
after CTS: 0.2782 / 0.004432 / 203 / -772.7
after global routing: 0.2849 / 0.004926 / 203 / -859.6
final: 0.2849 / 0.004515 / 203 / -762.9
final timing paths:
path / startpoint / end / slack [ps] / depth (start not counted)
min reg2reg: counter_reset$_DFFE_PP1P_ / u1.result_counter[0]$_DFFE_PP0P_ / 140 / 1
min in group clk0: u1.result_counter[3]$_DFFE_PP0P_ / u1.result_counter[3]$_DFFE_PP0P_ / 490 / 1
max: b[0] / remainder[1]$_DFFE_PP0P_ / -760 / 7
max reg2reg: temp_dividend[0]$_DFFE_PP0P_ / remainder[1]$_DFFE_PP0P_ / -750 / 7
max in group asynchronous: rst / counter_reset$_DFFE_PP1P_ / 540 / 3
min: counter_reset$_DFFE_PP1P_ / u1.result_counter[0]$_DFFE_PP0P_ / 140 / 1
metal layers:
metal  vias to the layer above  global-route usage  wire (um)
met1                       360             0.06949        974
met3                         4             0.01763        169
li1                        380                   -          -
met4                         0             0.01247         49
met5                         -                   0          0
met2                        13             0.07723       1009
worst register-to-register path, delay by kind of cell, from the launching register on:
kind	cells	cell delay, ps
adder cells (fa/ha/maj)	2	530
AND/OR/NAND/NOR	2	300
buffers and inverters	1	60
flip-flops	1	360
AND-OR/OR-AND	1	90
multiplexers	1	310
cells by family after synthesis:
| group | count (synthesis) |
|---|---|
| xor gates and xnor gates | 6 |
| DFF | 19 |
| adders and majority gates | 6 |
| muxes | 8 |
| buffers and inverters | 12 |
| and+or+nand+nor | 16 |
| AOI/OAI and AO/OA | 15 |
timing repair:
action / CTS / global route
endpoints found under the setup margin: 25 / 19
setup buffers: 5 / 0
resized: 32 / 6
cloned: 0 / 0
pin swaps: 0 / 3
layout make-up:
cell class	instances	area [um2]	area share
Sequential cell	19	478.0	0.3066
Clock buffer	4	45.04	0.02889
Tap cell	72	90.09	0.05778
Multi-Input combinational cell	51	529.3	0.3395
Inverter	10	37.54	0.02408
Timing Repair Buffer	47	379.1	0.2432
Power figures rest on the tool's default switching activity, not on a simulated workload.
